$ cat config.mk
export PLATFORM = sky130hd
export DESIGN_NAME = debounce
export DESIGN_NICKNAME = debounce
export VERILOG_FILES = /design/flow/design.v
export SDC_FILE = /design/flow/constraint.sdc
export NUM_CORES = 4
export LEC_CHECK = 1
export CORE_AREA = 10 10 83 83
export DIE_AREA = 0 0 93 93
$ cat constraint.sdc
current_design debounce

set clk_period 2.5
set clk_io_pct 0.2

create_clock -name clk0 -period $clk_period [get_ports {clk}]

set non_clock_inputs [all_inputs -no_clocks]
set_input_delay [expr $clk_period * $clk_io_pct] -clock clk0 $non_clock_inputs
set_output_delay [expr $clk_period * $clk_io_pct] -clock clk0 [all_outputs]
$ cat design.v
module debounce(
    input clk,  
    input rst_n,
    input PB,   
     output reg b_fall   
);
reg PB_state;
reg PB_sync_0;
always @(posedge clk) PB_sync_0 <= PB; 
reg PB_sync_1;
always @(posedge clk) PB_sync_1 <= PB_sync_0;
reg [15:0] PB_cnt;
always @(posedge clk)
if(PB_state==PB_sync_1)
    PB_cnt <= 0;
else
begin
    PB_cnt <= PB_cnt + 1'b1;  
    if(PB_cnt == 16'hffff) PB_state <= ~PB_state;  
end
reg b1, b2;
always_ff @(posedge clk, negedge rst_n) begin
    if (!rst_n) begin
		b1 <= 1'b0;
		b2 <= 1'b0;
	end else begin
		b1 <= PB_state;
		b2 <= b1;
	end  
end
assign b_fall = ~b1 & b2;
endmodule
$ cat run.sh
#!/bin/bash
# OpenROAD 26Q1-2900-gdf79404cd8, Yosys 0.63+post, stock flow scripts
make -C /OpenROAD-flow-scripts/flow DESIGN_CONFIG=/design/flow/config.mk WORK_HOME=/design/flow/orfs finish
==> flow_summary.yaml <==
# physical design summary
outcome:
  run_status: "finished clean"
synthesis:
  synth_flop_count: 21
  ys_cells: 90
  yosys.cell_types.count: 24
  synth-warning-count: 2
  avgSynthCellArea_um2: 9.662
  mux_share: 0.03453
  netlist_area_before_placement_um2: 869.6
  yosys.area_share.adder: 0.01439
  synth.yosys.chip_area_um2: 869.6
  simple_logic_cell_fraction_of_the_synthesized_area: 0.2662
  netlist_instances: 90
  yosysSeqAreaShare: 0.5065
  yosys.area_share.aoi: 0.1065
  topCombFamilyByArea: "simple AND/OR/NAND/NOR gates"
  xor_area_frac: 0.05036
sta:
  rsz0062_at_grt: "no"
  report.final.hold_viol_count: 0
  timing_max_transition_violations_final: 0
  setup_viol: 0
  timing.fmax_ghz: 0.5604
  worstMarginPinSlew_ns: 0.4597
  min_period_over_period: 0.7138
  worst_clock_skew_ns: 0.001934
  setup_total_negative_slack_ns: 0
  time_the_final_worst_path_needs_with_i_o_delays_and_setup_ns: 1.784
  remaining_max_slew_budget_at_the_tightest_pin: 0.6925
detailed_routing:
  postRouteAntennaNets: 0
  wl_per_cell_um: 8.683
  detail_route.iter0.violations: 12
  drt_first_pass_iters: 4
  route.vias.total: 665
  drt-total-wl_um: 1450
  detail_route.vias_per_cell: 3.982
  antenna_cells_inserted: 0
  drc: 0
global_routing:
  gr-total-overflow: 0
  global_route.peak_usage_layer: "met2"
  grt_max_degree: 13
  first_global_vias: 622
  globalRouteMet1Util: 0.04902
  groute.layer.met2.usage: 0.05491
  antenna_found_initial: 0
  groute.usage.overall: 0.03528
  globalRouteMet3Util: 0.01292
  grt_pass1_wl_um: 2649
floorplan:
  die_area_um2: 8649
  io_pins: 4
  floorplanUtilization: 0.1692
  floorplan.die.width_um: 93
  fp.dieH_um: 93
  rows: 26
  core_region_area_um2: 5140
clocking:
  clock_sinks: 21
  clock_tree.htree_level_count: 1
  cts_repair_resize_count: 0
  cts_buf_count: 3
  cts.root.buffer_cell: "clkbuf_8"
  tritoncts: "done"
  post_cts_clock_slew_at_the_launch_and_capture_registers_of_the_worst_setup_and_hold_paths_ns: 0.07
  clock_insertion_delay_worst_skew_ns: 0.25
  holdBufCountCts: 0
  clock_tree.buffer_depth: 2
  postCtsSetupRepairBufs: 0
power:
  leakage_dissipation_nw: 0.3224
  vdd.ir_drop.worst_mv: 0.3296
  p_per_area_nw_per_um2: 563.1
critical_path:
  cp-start-kind: "flop"
  worstSetupPathType: "flop to flop"
  critical_path.max_fanout: 10
  cp_data_required_time_ns: 2.47
  timing.critical_path.arrival_ns: 1.76
  end_kind: "flop"
cells_and_area:
  layout.area.seq_um2: 440.4
  area_delta_synth_final_pct: 19.28
  stdcell_count: 167
  drive_gt1_frac: 0.08247
  fillCellCount: 591
  combGateArea_um2: 410.4
hold_path:
  hp-class: "flop to flop"
run:
  warning_count: 25
  max_cap_violations: 0
placed_design:
  dpl.cell_count: 163
  globalplace.congestion: 0.7919
  numPortBuffers: 3
  place_hpwl_um: 1043
==> synthesized netlist by cell type, drive strengths merged <==
cell / number / share of area
or3: 3 / 0.024
nand3: 6 / 0.035
and2: 1 / 0.0072
ha: 1 / 0.014
inv: 4 / 0.017
a21oi: 8 / 0.046
mux2i: 3 / 0.035
nand2b: 3 / 0.022
nor2: 5 / 0.022
clkbuf: 1 / 0.0043
o21ai: 3 / 0.017
dfrtp: 2 / 0.058
xnor2: 2 / 0.020
nand2: 7 / 0.030
edfxtp: 1 / 0.035
xor2: 3 / 0.030
dfxtp: 18 / 0.41
nor2b: 1 / 0.0072
nor4: 3 / 0.022
nand4: 4 / 0.046
o31ai: 5 / 0.043
or4: 6 / 0.052
==> state kept, by name, indices dropped and copies added, names as in the netlist <==
name and cells:
PB_cnt 16, PB_state 1, PB_sync_0 1, PB_sync_1 1
b1 1, b2 1
==> critical path: stages, from the launching register on <==
cell and delay (ns):
dfxtp_1 0.39, ha_1 0.27, nand4_4 0.17, or4_1 0.55, nor2_1 0.12
==> stage by stage <==
stage          cell area (µm²)  setup slack, ns    util  hold slack [ns]  total power, mW
2_1_floorplan            869.6           0.8046       -           0.2044           0.3676
3_3_place_gp             991.0           0.7515  0.1928           0.3153           0.3757
3_5_place_dp             991.0           0.7207  0.1928           0.3171           0.3762
4_1_cts                   1037           0.7085  0.2018           0.3360           0.5946
5_1_grt                   1037           0.5864  0.2018           0.3468           0.6113
6_report                  1037           0.7155  0.2018           0.3329           0.5840
==> cells in the final DEF (no fill, tap or decap), types with 3 or more instances in the layout <==
cell,n
a21oi_1,8
clkbuf_8,3
clkdlybuf4s50_1,3
dfxtp_1,18
inv_1,4
mux2i_1,3
nand2_1,7
nand2b_1,3
nand3_1,6
nand4_1,3
nor2_1,5
nor4_1,3
o21ai_0,3
o31ai_1,5
or4_1,6
xor2_1,3
==> area by class of cell <==
type / instances / area share
multi-input combinational: 64 / 0.3957
sequential: 21 / 0.4246
timing repair buffer: 4 / 0.03619
inverter: 4 / 0.01448
clock inverter: 1 / 0.004825
tap: 70 / 0.08444
clock buffer: 3 / 0.03981
==> per-layer routing <==
layer,part of all wire,routed length [µm]
met5,0,0
met4,0,0
met2,0.43,626
met1,0.53,773
met3,0.034,50
==> path summary, 6_finish.rpt <==
check / from / endpoint / slack [ns] / cells past startpoint
worst min register to register: PB_sync_0 / PB_sync_1 / 0.33 / 0
worst max-delay path: PB_cnt[0] / PB_state / 0.72 / 4
max in group asynchronous: rst_n / b2 / 1.99 / 1
worst min-delay path: PB_sync_0 / PB_sync_1 / 0.33 / 0
min in group asynchronous: rst_n / b1 / 0.40 / 1
worst max register to register: PB_cnt[0] / PB_state / 0.72 / 4
==> cells by family after synthesis <==
kind of cell | after synthesis
mux | 3
compound gates | 16
fa+ha+maj | 1
simple gates | 39
buf+inv | 5
xor+xnor | 5
flops | 21
==> where the power goes <==
group / total, mW / leakage, nW / switching, mW / internal [mW]
Sequential: 0.349 / 0.186 / 0.00624 / 0.343
Clock: 0.216 / 0.0255 / 0.105 / 0.111
Combinational: 0.0192 / 0.111 / 0.00989 / 0.00929
Total: 0.584 / 0.322 / 0.121 / 0.463
Power figures rest on the tool's default switching activity, not on a simulated workload.
