**run.sh**
```bash
#!/bin/bash
# OpenROAD 26Q1-2900-gdf79404cd8, Yosys 0.63+post, stock flow scripts
make -C /OpenROAD-flow-scripts/flow DESIGN_CONFIG=/design/flow/config.mk WORK_HOME=/design/flow/orfs finish
```
**config.mk**
```make
export PLATFORM = sky130hd
export DESIGN_NAME = DeBounce
export DESIGN_NICKNAME = DeBounce
export VERILOG_FILES = /design/flow/design.v
export SDC_FILE = /design/flow/constraint.sdc
export NUM_CORES = 4
export LEC_CHECK = 1
export CORE_AREA = 10 10 81 81
export DIE_AREA = 0 0 91 91
```
**constraint.sdc**
```tcl
current_design DeBounce

set clk_period 1.6
set clk_io_pct 0.2

create_clock -name clk0 -period $clk_period [get_ports {clk}]

set non_clock_inputs [all_inputs -no_clocks]
set_input_delay [expr $clk_period * $clk_io_pct] -clock clk0 $non_clock_inputs
set_output_delay [expr $clk_period * $clk_io_pct] -clock clk0 [all_outputs]
```
**design.v**
```verilog
`timescale 1 ns / 100 ps
module  DeBounce 
	(
	input 			clk, rst_n, button_in,				 
	output reg 	DB_out													 
	);
	parameter N = 11 ;		 
	reg  [N-1 : 0]	q_reg;							 
	reg  [N-1 : 0]	q_next;
	reg DFF1, DFF2;									 
	wire q_add;											 
	wire q_reset;
	assign q_reset = (DFF1  ^ DFF2);		 
	assign  q_add = ~(q_reg[N-1]);			 
	always @ ( q_reset, q_add, q_reg)
		begin
			case( {q_reset , q_add})
				2'b00 :
						q_next <= q_reg;
				2'b01 :
						q_next <= q_reg + 1;
				default :
						q_next <= { N {1'b0} };
			endcase 	
		end
	always @ ( posedge clk )
		begin
			if(rst_n ==  1'b0)
				begin
					DFF1 <= 1'b0;
					DFF2 <= 1'b0;
					q_reg <= { N {1'b0} };
				end
			else
				begin
					DFF1 <= button_in;
					DFF2 <= DFF1;
					q_reg <= q_next;
				end
		end
	always @ ( posedge clk )
		begin
			if(q_reg[N-1] == 1'b1)
					DB_out <= DFF2;
			else
					DB_out <= DB_out;
		end
	endmodule
```
==> CHANGELOG.md <==
### Metrics

* Crit path max-delay cell type: clkdlybuf4s50_1
* Postcts setup bufs at 0
* Share of cells above drive strength 1 at 14.29%
* Core Util at FP at 12.29%
* Top Layout Cells: dfxtp_1, nor2_1, nand3_1, clkbuf_8
* Tool warnings at 25
* Vias at 426
* Finished Cell Area at 760.7 sq um
* Clock tree buffer depth at 2
* Kind of end point of the critical path: primary output
* Peak supply drop at 0.6530 mV
* CTS H-tree depth at 1
* # setup viols final at 0
* Total global routing overflow at 0
* Flop area at 290.3 sq um
* Overall Power at 0.7412 mW
* Fin util at 15.79%
* Initial antenna violation count at 0
* Fmax at 749.7 MHz
* Max reg flops at 11
* Total track usage at 2.534%
* CP max stage delay at 0.46 ns
* Worst Path Required at 1.28 ns
* Post-synth area from yosys stat at 591.8 sq um
* Cell count in the Yosys report at 56
* Critical path type: reg -> out
* CP Max Fanout at 1
* Crit path max-delay family: buffers and inverters
* Synth warn at 1
* Worst setup SP type: register
* Unrepaired setup endpoints after global routing: no
* Most numerous logic cell after layout: dfxtp_1
* Die width at 91 um
* Hold Vio Cnt, Final at 0
* Drt total wl at 976 um
* Die ar. at 0.008281 sq mm
* Final setup margin at 0.2662 ns
* Hold_buf cts at 0
* Setup TNS at 0 ns
* Status: completed
* Synth Cell Area at 591.8 sq um
* Number of vias per cell at 3.277
* CP cell instances: clkdlybuf4s50_1
* Int Power at 0.5932 mW
* Ys flops at 14
* Placer Congestion at 0.7236
* Antenna diode count at 0
* Pre-Repair DR Iteration Count at 3
* Clock sinks at 14
* Die Height at 91 um
* Min Tclk post-route at 1.334 ns
* HP Class: reg -> reg
* Sw power at 0.1479 mW
* First-pass GRT wire length at 1849 um
* Slew headroom at 72.45%
* IO Port Bufs at 3
* Hpwl dp at 704.5 um
* Worst Clk Skew at 0.0006654 ns
* Sw Ratio at 19.96%
* Vias in the first global route at 428
* Core area at 0.004817 sq mm
* Largest net degree at the start of global routing at 10
* MI comb area at 301.5 sq um
* Post_cts resized at 0
* Cell variety after synth at 24
* Seq pwr share at 49.8%
* Cells after synthesis at 56
* Fin crit share at 83.36%
* Clk pin slew, worst setup/hold paths at 0.06 ns
* Starting DRT DRC Count at 4
* CP bufs+invs at 1
* Clk latency late pin at 0.24 ns
* Layout Area Growth over Synthesis at 28.54%
* CTS Buf Count at 3
* Clock Power Share at 45.9%
* Pleak at 0.2802 nW
* Std cell rows at 25
* TritonCTS clock tree: built
* Final ANT Viol Nets at 0
* Power Density at 974.3 mW/mm^2
* FILL cells at 551
* DRC Markers at 0
* Root Driver: clkbuf_8
* Synth Area per Inst at 10.57 sq um
* Post-synthesis sequential area ratio at 49.05%
* Max cap viols at 0
* Worst path arrival time at 1.01 ns
* Placed Area at 705.7 sq um
* Io pins at 4
* Routed len/inst at 7.508 um
* Dpl ws at 0.2722 ns
* Combinational share of power at 4.3%
* Worst slew pin tran at 0.4103 ns
* Slew Viols, Final at 0
routing by layer:
layer,GRT usage (%),vias up,wire length (um)
li1,-,218,-
met4,0.3916,0,6
met5,0,-,0
met2,3.878,7,409
met1,3.123,199,495
met3,1.411,2,64
cells in the mapped netlist:
cell type | count | area share (%)
nand2_1 | 2 | 1.3
a41oi_1 | 1 | 1.5
or3_2 | 1 | 1.3
and3_1 | 1 | 1.1
and2_1 | 2 | 2.1
nand3_1 | 4 | 3.4
xor2_1 | 2 | 3.0
a21oi_1 | 3 | 2.5
xnor2_1 | 3 | 4.4
nand3b_1 | 2 | 2.5
and4_1 | 1 | 1.5
or4_1 | 2 | 2.5
nor2_1 | 6 | 3.8
mux2i_1 | 3 | 5.1
nand4_1 | 1 | 1.1
and2b_2 | 1 | 1.5
nand2_2 | 1 | 1.1
edfxtp_1 | 1 | 5.1
o31ai_1 | 2 | 2.5
ha_1 | 1 | 2.1
and4b_2 | 1 | 1.9
dfxtp_1 | 13 | 44
nand4b_4 | 1 | 4.0
o21ai_0 | 1 | 0.84
per-stage QoR:
stage / hold WS (ns) / std cells
finish: 0.4842 / 130
detailed placement: 0.4747 / 126
CTS: 0.4900 / 130
floorplan: 0.4290 / 56
global route: 0.5097 / 130
global placement: 0.4694 / 126
path summary, 6_finish.rpt:
| path | start | end | slack, ns | cells after the start |
|---|---|---|---|---|
| worst max register to register | q_reg[10] | q_reg[7] | 0.27 | 3 |
| worst min-delay path | q_reg[9] | q_reg[9] | 0.48 | 2 |
| worst max-delay path | DB_out | DB_out | 0.27 | 1 |
| worst min register to register | q_reg[9] | q_reg[9] | 0.48 | 2 |
final cells by class:
cell class / instances / share of cell area (%)
multi-input cells: 42 / 39.64
repair buffers: 3 / 3.947
clock buffers: 4 / 7.237
well taps: 67 / 11.02
flip-flops and latches: 14 / 38.16
power by group through the flow:
stage | clock network (mW) | logic (mW) | registers, mW
after CTS | 0.348 | 0.0328 | 0.369
after global routing | 0.371 | 0.0372 | 0.369
final | 0.340 | 0.0321 | 0.369
logic make-up (layout without fill, tap and decap cells):
family	after synthesis	count (layout)	share of synthesized area (%)
AOI/OAI and AO/OA	7	7	7.398
xor gates and xnor gates	5	5	7.401
adders and majority gates	1	1	2.114
buffers and inverters	0	7	0
DFF	14	14	49.05
muxes	3	3	5.074
and+or+nand+nor	26	26	28.97
Power and IR drop assume default switching activity.
